File: design/flow/design.v
module uart_rx#(
	parameter CLK_FRE 	= 50,
	parameter UART_RATE = 115200
	) (
	input 				clk,     
	output 	 			recv_en,	
	output reg 	[ 7:0] 	recv_data = 0,	
	input 				rx_pin 
);
parameter  RATE_CNT = (CLK_FRE * 1000_000 / UART_RATE) - 1;
reg [10:0] clk_cnt;
enum {WAIT,START,RECV,STOP}STATE_RX;
reg [1:0] state;
assign recv_en = clk_cnt >= RATE_CNT * 3 / 2;
reg [ 7:0] recv_data_r;
reg [ 2:0] recv_cnt;
always@(posedge clk)
	case(state)
		WAIT:
			if(!rx_pin)begin 
				recv_cnt <= 'd0;
				state <= START;
			end
		START:begin 
			if(clk_cnt == RATE_CNT / 2)begin 
				clk_cnt <= 0;
				state <= RECV;
			end
			else
				clk_cnt <= clk_cnt + 1;
		end
		RECV:begin 
			if(clk_cnt == RATE_CNT)begin 
				clk_cnt <= 0;
				recv_data_r[recv_cnt] <= rx_pin;
				recv_cnt <= recv_cnt + 1;
				state <= (recv_cnt == 7 )?STOP : RECV ;
			end
			else
				clk_cnt <= clk_cnt + 1;
		end
		STOP:begin 
			recv_data <= recv_data_r;
			if(clk_cnt == RATE_CNT * 3 / 2)begin 
				clk_cnt <= 0;
				state <= WAIT;
			end
			else 
				clk_cnt <= clk_cnt + 1;
		end
	endcase
endmodule
module uart_top (
	input 		clk,     
	input 		uart_rx,
	output		uart_tx
);
parameter CLK_FRE 		= 50;
parameter UART_RATE 	= 115200;
enum {SEND,WAIT}STATE_LOOP;
reg [1:0] state;
reg  [31:0] wait_cnt;
reg  [ 7:0] send_cnt;
reg  [ 7:0] send_data;
reg  	    send_en;
wire [ 7:0] recv_data;
wire 		recv_en;
parameter 	ENG_NUM  = 8; 
parameter 	CHE_NUM  = 2; 
parameter 	DATA_NUM = CHE_NUM * 3 + ENG_NUM;  
wire [ DATA_NUM * 8 - 1:0] char_data = {"你好  World","\n"};
always@(posedge clk)
	case(state)
		SEND:begin  
			if(send_cnt == DATA_NUM + 1)begin 
				send_en 	<= 'b0;
				send_cnt 	<=  0;
				state 		<= WAIT;
			end
			else if(!send_busy)begin
				send_en 	<= 'b1;
				send_data 	<= char_data[ (DATA_NUM - 1 - send_cnt) * 8 +: 8];
				send_cnt 	<= send_cnt + 1;
			end
		end
		WAIT: 
			if(wait_cnt == CLK_FRE * 1000_000)begin 
				wait_cnt <= 0;
				state <= SEND;
			end
			else begin
				send_en <= recv_en;
				send_data <= recv_data;
				wait_cnt <= wait_cnt + 1;
			end
	endcase
uart_tx #(
	.CLK_FRE 	(CLK_FRE 	),
	.UART_RATE 	(UART_RATE 	)
	)uart_tx_m0(
	.clk 		(clk 		),
	.send_en 	(send_en 	),
	.send_busy 	(send_busy 	),
	.send_data 	(send_data 	),
	.tx_pin 	(uart_tx 	)
	);
uart_rx #(
	.CLK_FRE 	(CLK_FRE 	),
	.UART_RATE 	(UART_RATE 	)
	)uart_rx_m0(
	.clk 		(clk 		),
	.recv_en 	(recv_en 	),
	.recv_data 	(recv_data 	),
	.rx_pin 	(uart_rx 	)
	);
endmodule
module uart_tx#(
	parameter CLK_FRE 	= 50,
	parameter UART_RATE = 115200
	) (
	input 				clk,     
	input 				send_en ,	
	output 	 			send_busy ,	
	input 		[ 7:0] 	send_data ,	
	output reg 			tx_pin = 1
);
parameter  RATE_CNT = (CLK_FRE * 1000_000 / UART_RATE) - 1;
reg [10:0] clk_cnt;
enum {WAIT,START,SEND,STOP}STATE_TX;
reg [1:0] state;
assign send_busy = state != WAIT;
reg [ 7:0] send_data_r;
reg [ 2:0] send_cnt;
always@(posedge clk)
	case(state)
		WAIT:
			if(send_en)begin 
				send_data_r <= send_data;
				send_cnt <= 'd0;
				state <= START;
			end
		START:begin 
			tx_pin <= 0;
			if(clk_cnt == RATE_CNT)begin 
				clk_cnt <= 0;
				state <= SEND;
			end
			else
				clk_cnt <= clk_cnt + 1;
		end
		SEND:begin 
			tx_pin <= send_data_r[send_cnt];
			if(clk_cnt == RATE_CNT)begin 
				clk_cnt <= 0;
				send_cnt <= send_cnt + 1;
				state <= (send_cnt == 7 )?STOP : SEND ;
			end
			else
				clk_cnt <= clk_cnt + 1;
		end
		STOP:begin 
			tx_pin <= 1;
			if(clk_cnt == RATE_CNT)begin 
				clk_cnt <= 0;
				state <= WAIT;
			end
			else
				clk_cnt <= clk_cnt + 1;
		end
	endcase
endmodule
File: design/flow/run.sh
#!/bin/bash
# OpenROAD 26Q1-2900-gdf79404cd8, Yosys 0.63+post, stock flow scripts
make -C /OpenROAD-flow-scripts/flow DESIGN_CONFIG=/design/flow/config.mk WORK_HOME=/design/flow/orfs finish
File: design/flow/config.mk
export PLATFORM = sky130hd
export DESIGN_NAME = uart_top
export DESIGN_NICKNAME = uart_top
export VERILOG_FILES = /design/flow/design.v
export SDC_FILE = /design/flow/constraint.sdc
export NUM_CORES = 4
export LEC_CHECK = 1
export CORE_UTILIZATION = 50
File: design/flow/constraint.sdc
current_design uart_top

set clk_period 3.9
set clk_io_pct 0.2

create_clock -name clk0 -period $clk_period [get_ports {clk}]

set non_clock_inputs [all_inputs -no_clocks]
set_input_delay [expr $clk_period * $clk_io_pct] -clock clk0 $non_clock_inputs
set_output_delay [expr $clk_period * $clk_io_pct] -clock clk0 [all_outputs]
==> Changelog: implementation <==
### Physical design

- Clock transition at the registers of the reported paths: roughly 0.070 ns
- Number of primary I/O pins: 3
- Chain of cells forming the critical path: inv_1, ha_1, nor4bb_1, nand3_1, nor3_4, a21oi_1
- Maximum fanout along the worst path: 19
- Clock Tree Root: sky130_fd_sc_hd__clkbuf_16
- Number of global-route vias before repair: between 3000 and 4000
- Clock tree from TritonCTS: done
- Total of max-cap violations: 0
- Initial drt markers: 181
- Final count of pins violating max slew: 0
- Number of distinct standard cells referenced by the synthesized netlist: around 60
- Library cell with the largest summed area after synthesis: sky130_fd_sc_hd__edfxtp_1
- Mean Syn Cell Area: roughly 12 µm²
- Total standard cell area after synthesis: a little under 6000 µm²
- DP Area: just under 6000 µm²
- Warning count from the yosys run: 4
- Internal power of the cells: between 1.5 and 2 mW
- Area grow syn2layout: 6.373%
- Cts-stage hold buffer count: 0
- Share of synthesized cell area in full adder, half adder and majority cells: 0.04721
- Count of antenna-violating nets left after detailed routing: 0
- Routed vias: 3650
- Data required, critical path: 3.91 ns
- Syn Inst Count: ~500
- Largest cells by area: sky130_fd_sc_hd__edfxtp_1, sky130_fd_sc_hd__ha_1, sky130_fd_sc_hd__xnor2_1
- Share of power burned in combinational logic: 0.001
- Area of the synthesized netlist per yosys stat: roughly 6000 µm²
- Highest achievable clock rate: 397.1 MHz
- Die x size: roughly 110 µm
- Most frequently used flop master after synthesis: sky130_fd_sc_hd__edfxtp_1
- Type of element launching the critical path: register
- H-Tree Depth: 3
- FFs w/ async S/R, synth: 0
- Fraction of power spent switching nets: 0.1814
- Number of sinks handled by clock tree synthesis: 110
- Number of antenna diodes: 0
- Initial antenna violation count: 0
- DRT Pass-1 Iters: 4
- Setup CP Type: reg2reg
- EDFF count, synth: between 100 and 150
- Buffer-and-inverter tally for the worst setup path: 1
- Library cell with the highest instance count after synthesis: sky130_fd_sc_hd__edfxtp_1
- Mux share: 0.01910
- CP max stage delay: around 0.67 ns
- Cell class contributing the biggest share of worst-path delay: simple AND/OR/NAND/NOR gates
- Post-CTS Setup Repair Bufs: 0
- Worst-Margin Slew: 0.8433 ns
- Number of cells in the yosys synthesis report: around 500
- Dominant comb cell: simple AND/OR/NAND/NOR gates
- Synth Area in Simple Gates: 0.2060
- Final Cell Area: slightly above 6000 µm²
- Post-detailed-placement half-perimeter wirelength: approximately 6600 µm
- Clock network power share: 0.384
- Sequential area share after synthesis: 0.5562
- Number of standard cells in the layout, taps in and fillers out: 644
- Setup-failing EPs final: 0
- Total die area: 12100 µm²
- Max VDD drop: about 0.23 mV
- Worst setup skew after layout: ~0.0061 ns
- Aoi share: 0.07446
- Xor and xnor fraction of the mapped netlist area: 0.07060
- Number of warning messages in the logs: 37
- Setup repair after global routing missed its margin: false
- Final period demand of the worst path: about 2.5 ns
- Drc violations: 0
- Final GP Congestion: between 0.8 and 0.9
- Portion of total power attributed to sequential cells: 0.614
- Initial Util: 0.5128
- Static Leak: about 2.2 nW
- Placed cell count: approximately 630
- Hold Violations, Final: 0
- Pin count of the biggest net entering global routing: 30
- Insertion delay to the later sink of the worst-skew pair: 0.34 ns
- Setup_tns: 0 ns
- Wire length of the first global-routing pass: ~16000 µm
- Arrival time at the worst endpoint: between 2 and 3 ns
- Worst hold-check path type: reg2reg
- Total wire length: 9582 µm
- Share of the synthesized area in the top cell type: 0.5356
- Capturing element type of the critical path: register
- Number of buffers created by CTS: 9
- Number of buffers on the longest clock path: 2
- Layout cells sized above 1: 0.08184
- Overall die height: roughly 110 µm
- Power density of the placed cells: 333.7 nW/µm²
- Worst rel slew slack: 0.4378
- Number of standard-cell rows in the floorplan: 39
- Floorplan core area: between 10000 and 15000 µm²
- Ranking of synthesized cells by instance count: sky130_fd_sc_hd__edfxtp_1, sky130_fd_sc_hd__nand2_1, sky130_fd_sc_hd__nor2_1
- Share of the cycle needed by the critical path after routing: 0.6456
- Reported net switching power: around 380 µW
- GRT overflow: 0
- Ratio of routed vias to standard cells: approximately 5.7
- Aggregate global-route resource usage: 0.1808
- Result of the run: completed
- Input/output buffers: 2
- Max stage delay cell, worst path: sky130_fd_sc_hd__nor3_4
- Synth Register Bits: between 100 and 150
- Cts repair resizes: 0
- WL/cell: 14.88 µm
==> power by group through the flow <==
| stage | Sequential (mW) | Clock (mW) | Combinational [mW] |
|---|---|---|---|
| finish | 1.27 | 0.796 | 0.00304 |
| global route | 1.27 | 0.874 | 0.00331 |
| CTS | 1.27 | 0.827 | 0.00307 |
==> metrics by stage <==
step | util | setup slack [ns] | hold slack, ns | total power [mW]
after floorplan | - | 1.236 | 0.4003 | 1.299
after global placement | 0.5238 | 1.432 | 0.4051 | 1.300
final | 0.5455 | 1.382 | 0.4168 | 2.070
after detailed placement | 0.5238 | 1.330 | 0.4045 | 1.300
after CTS | 0.5455 | 1.321 | 0.4211 | 2.101
after global routing | 0.5455 | 1.115 | 0.4255 | 2.147
==> final timing paths <==
path,to,cells past startpoint,slack [ns],from
worst min register to register,uart_tx_m0.send_data_r[7],0,0.42,send_data[7]
worst min-delay path,uart_tx_m0.send_data_r[7],0,0.42,send_data[7]
worst max register to register,send_data[7],6,1.38,wait_cnt[0]
worst max-delay path,send_data[7],6,1.38,wait_cnt[0]
==> registers in the layout, indices dropped and copies added (netlist names) <==
signal                  cells
uart_tx_m0.send_data_r      8
send_cnt                    8
uart_rx_m0.recv_data_r      8
uart_tx_m0.clk_cnt         11
uart_rx_m0.state            4
uart_rx_m0.recv_cnt         3
uart_rx_m0.clk_cnt         11
uart_tx_m0.state            2
send_data                   8
uart_rx_m0.recv_data        8
uart_tx_m0.send_cnt         3
state                       2
send_en                     1
uart_tx_m0.tx_pin           1
wait_cnt                   32
==> cell type report <==
cell class                 count  area [µm²]
sequential                   110        3244
clock buffer                  11       232.7
timing repair buffer           4       35.03
inverter                      17       63.81
clock inverter                 3       13.76
fill                         924        5167
multi-input combinational    356        2434
tap                          143       178.9
==> worst reg2reg max path, cell delays in order (launching register included) <==
cell and delay (ns):
sky130_fd_sc_hd__edfxtp_1 0.44, sky130_fd_sc_hd__inv_1 0.09, sky130_fd_sc_hd__ha_1 0.13, sky130_fd_sc_hd__nor4bb_1 0.29, sky130_fd_sc_hd__nand3_1 0.17, sky130_fd_sc_hd__nor3_4 0.67, sky130_fd_sc_hd__a21oi_1 0.40
==> cell usage in the layout, fill, tap and decap left out, drive strengths merged, types with 3 or more instances in the layout <==
cell type	netlist	layout
a21oi	12	12
a22o	3	3
and2	10	10
and3	9	9
clkbuf	12	11
clkinv	0	3
dfxtp	6	6
edfxtp	104	104
ha	22	22
inv	17	17
mux2	5	5
nand2	45	45
nand2b	4	4
nand3	23	23
nand3b	3	3
nand4	16	16
nor2	40	40
nor2b	11	11
nor3	10	10
nor4	19	19
o21ai	17	17
o31ai	10	10
o41ai	4	4
or2	3	3
or3	7	7
or4	7	7
xnor2	28	28
xor2	19	19
==> cells by family (layout without fill, tap and decap cells) <==
logic type	Yosys count	in the layout
adders and majority gates	22	22
DFF	110	110
buffers and inverters	36	35
xor gates and xnor gates	47	47
muxes	8	8
AOI/OAI and AO/OA	63	63
and+or+nand+nor	216	216
==> metal layers <==
metal	global-route usage	wire, µm
met5	0	0
met1	0.3083	4728
met2	0.2629	4299
met3	0.03235	311
met4	0.03619	242
No activity file was given, so power comes from the tool's default toggle rates.
