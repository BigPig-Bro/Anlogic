===== flow/design.v =====
module key#(
	parameter CLK_FRE  = 50,  
	parameter CNT 	   = 1
)(
	input 			 clk,
	input			 key_in,
	output reg [CNT - 1:0] key_cnt);
	parameter DELAY_MS = 20;  
	reg [9:0] clk_delay =0;
	always@(posedge clk) clk_delay <= clk_delay + 'd1;
	reg [15:0] cnt = 0; 
	reg key_clk;
	always@(posedge clk_delay[9])
		if(!key_in) 
			if(cnt === CLK_FRE * DELAY_MS) 
			begin
				key_clk <= 'D1; 
			end
			else begin 
				cnt <= cnt + 1; 
				key_clk <= 'D0;
			end
		else
		begin 
			key_clk <= 'D0;
			cnt <= 0; 
		end
	always@(posedge key_clk) key_cnt <= key_cnt + 1;
endmodule
module top(
    input               clk,
    input      [3:0]    key,
    output reg [3:0]    led
);
key #(
	.CLK_FRE	(50   				),
	.CNT  		(1 					)
)key_m0(
	.clk 		(clk 				),
	.key_in 	(key[0] 			),
	.key_cnt	(led[0] 			)
	);
key #(
	.CLK_FRE	(50   				),
	.CNT  		(1 					)
)key_m1(
	.clk 		(clk 				),
	.key_in 	(key[1] 			),
	.key_cnt	(led[1] 			)
	);
key #(
	.CLK_FRE	(50   				),
	.CNT  		(1 					)
)key_m2(
	.clk 		(clk 				),
	.key_in 	(key[2] 			),
	.key_cnt	(led[2] 			)
	);
key #(
	.CLK_FRE	(50   				),
	.CNT  		(1 					)
)key_m3(
	.clk 		(clk 				),
	.key_in 	(key[3] 			),
	.key_cnt	(led[3] 			)
	);
endmodule

===== flow/run.sh =====
#!/bin/bash
# OpenROAD 26Q1-2900-gdf79404cd8, Yosys 0.63+post, stock flow scripts
make -C /OpenROAD-flow-scripts/flow DESIGN_CONFIG=/design/flow/config.mk WORK_HOME=/design/flow/orfs finish

===== flow/config.mk =====
export PLATFORM = sky130hd
export DESIGN_NAME = top
export DESIGN_NICKNAME = top
export VERILOG_FILES = /design/flow/design.v
export SDC_FILE = /design/flow/constraint.sdc
export NUM_CORES = 4
export LEC_CHECK = 1
export CORE_UTILIZATION = 40

===== flow/constraint.sdc =====
current_design top

set clk_period 2.8
set clk_io_pct 0.2

create_clock -name clk0 -period $clk_period [get_ports {clk}]

set non_clock_inputs [all_inputs -no_clocks]
set_input_delay [expr $clk_period * $clk_io_pct] -clock clk0 $non_clock_inputs
set_output_delay [expr $clk_period * $clk_io_pct] -clock clk0 [all_outputs]

==> impl_metrics.py <==
# Synthesis and PnR figures
metrics = {
    "status": {
        "outcome": "finished clean",
    },
    "final_timing": {
        "slew_headroom_pct": 55.3,
        "drv_slew": 0,
        "skew_ps": 2.93,
        "fin_crit_sh_pct": 44.6,
        "tns_ps": 0,
        "setup_violations": 0,
        "untimed_endpoints": 76,
        "worst_slew_pin_slew_ps": 668,
        "final.min_clock_period_ps": 1250,
        "finalHoldViolCount": 0,
        "grt_setup_unrepaired": "no",
        "max_freq_mhz": 800,
        "unclocked_regs": 72,
    },
    "clock_network": {
        "cts_resized": 0,
        "post_cts_buffers": 0,
        "cts_tree": "yes",
        "numCtsBuffers": 5,
        "h-tree-depth": 2,
        "clockBufferDepth": 2,
        "clk_pin_slew_ps": 60,
        "cts_hold_buf": 0,
        "clkLatencyLatePin_ps": 270,
        "cts_root_buf": "clkbuf_16",
    },
    "critical_path": {
        "worstPathRequired_ps": 2940,
        "critPathCaptureType": "flop",
        "cp.arrival_ps": 1390,
        "crit_family": "simple AND/OR/NAND/NOR gates",
        "critPathLaunchType": "flop",
        "max_stage_delay_ps": 400,
        "ff2ff_path_depth": 4,
        "critPathMaxFanout": 5,
        "r2r_setup_slack_ps": 1550,
        "worstSetupPathType": "reg2reg",
        "worst_path_max_delay_cell": "dfxtp_1",
        "cpMostUsedCell": "and4_1",
        "r2r_end": "key_m0.clk_delay[9]",
        "r2r-start": "key_m0.clk_delay[2]",
        "critical_path.cell_chain": "and4_1, and4_1, nand3_1, xnor2_1",
        "path_buffers": 0,
    },
    "finish": {
        "layout-drive-gt1-share_pct": 2.40,
        "area_growth_pct": 7.08,
    },
    "floorplan": {
        "dieArea_um2": 12100,
        "fp.dieH_um": 110,
        "io-pin-count": 9,
        "design.core.area_um2": 11100,
        "fp_util_pct": 41.9,
        "row_count": 38,
        "die_w_um": 110,
    },
    "detailed_routing": {
        "postRouteAntennaNets": 0,
        "remaining_drc_errors": 0,
        "antennaDiodeCount": 0,
        "first_pass_iters": 4,
        "viasPerCell": 4.97,
        "first_iter_violations": 155,
        "vias": 3178,
        "totalWireLength_mm": 6.94,
        "drt-wirelength-per-cell_um": 10.8,
    },
    "logic_synthesis": {
        "yosys_most_used_dff": "dfxtp_1",
        "synth_area_leader_cell": "dfxtp_1",
        "yosys_cells": 501,
        "ys_area_um2": 4650,
        "synth.area.top_cells": "dfxtp_1 (48%), xnor2_1 (8.9%), nor2_1 (5.1%)",
        "synth.distinct_cells": 37,
        "synth_cells": 501,
        "ys_seq_share_pct": 48.2,
        "ys.flops": 112,
        "common_cells": "dfxtp_1 (112), nor2_1 (63), xnor2_1 (47), nand3_1 (38), nand2_1 (29)",
        "edf_count": 0,
        "synth_top_area_share_pct": 48.2,
        "most_common_cell": "dfxtp_1",
        "synth_area_um2": 4650,
        "yosysWarnings": 1,
        "syn-mean-instance-area_um2": 9.28,
        "synth_async_sr_flop_share_pct": 0,
    },
    "grt": {
        "first_global_vias": 2726,
        "grt_overflow": 0,
        "grt_max_degree": 21,
        "antenna_found_initial": 0,
        "grt_usage_pct": 12.5,
        "grt_first_pass_wirelength_mm": 12.2,
    },
    "hold_path": {
        "min-delay-start": "key_m2.clk_delay[0]",
        "hold_path.class": "reg2reg",
        "holdPathStages": 1,
        "min_to": "key_m2.clk_delay[0]",
    },
    "placed_design": {
        "gp_congestion": 0.799,
        "dp_hpwl_mm": 4.90,
        "portBuffers": 8,
    },
    "pwr": {
        "p_per_area_nw_per_um2": 232,
        "power_leakage_nw": 1.71,
        "total_power_mw": 1.15,
        "vdd_drop_max_uv": 199,
    },
    "run": {
        "openroad.warnings": 29,
        "cap_violations": 0,
    },
}
-- metal layers --
| layer | global-route usage [%] | wire [µm] | vias up |
|---|---|---|---|
| met5 | 0 | 0 | - |
| met4 | 0.952 | 38 | 0 |
| met3 | 1.39 | 121 | 4 |
| met2 | 18.1 | 2800 | 22 |
| met1 | 21.1 | 3980 | 1441 |
| li1 | - | - | 1711 |
-- how the worst max path moves through the flow --
| stage | end | startpoint | slack (ps) | cells past startpoint |
|---|---|---|---|---|
| 4_1_cts | key_m0.clk_delay[9] | key_m0.clk_delay[2] | 1540 | 4 |
| 5_1_grt | key_m0.clk_delay[9] | key_m0.clk_delay[2] | 1460 | 4 |
| 6_report | key_m0.clk_delay[9] | key_m0.clk_delay[2] | 1550 | 4 |
-- report_power, final --
| group | total (mW) | switching (mW) | leakage, nW | internal (mW) |
|---|---|---|---|---|
| clock | 0.557 | 0.203 | 0.0691 | 0.353 |
| combinational | 0.0276 | 0.0186 | 0.734 | 0.00908 |
| sequential | 0.570 | 0 | 0.906 | 0.570 |
| total | 1.15 | 0.222 | 1.71 | 0.932 |
-- flip-flops by register name, indices dropped and copies added (netlist names) --
register	count
key_m0.clk_delay	10
key_m0.cnt	16
key_m0.key_clk	1
key_m0.key_cnt	1
key_m1.clk_delay	10
key_m1.cnt	16
key_m1.key_clk	1
key_m1.key_cnt	1
key_m2.clk_delay	10
key_m2.cnt	16
key_m2.key_clk	1
key_m2.key_cnt	1
key_m3.clk_delay	10
key_m3.cnt	16
key_m3.key_clk	1
key_m3.key_cnt	1
-- metrics by stage --
| stage | std cells | instance area, µm² | util, % | hold WS [ps] | setup WS, ps |
|---|---|---|---|---|---|
| after floorplan | 501 | 4650 | - | 391 | 1650 |
| after global placement | 632 | 4820 | 43.5 | 414 | 1600 |
| after detailed placement | 632 | 4820 | 43.5 | 416 | 1570 |
| after CTS | 640 | 4980 | 44.9 | 433 | 1540 |
| after global routing | 640 | 4980 | 44.9 | 455 | 1460 |
| final | 640 | 4980 | 44.9 | 431 | 1550 |
-- layout make-up --
cell class                      instances  area (µm²)
Inverter                               21        78.8
Timing Repair Buffer                    8        80.1
Multi-Input combinational cell        351        2250
Clock inverter                          2        15.0
Fill cell                            1009        6100
Tap cell                              140         175
Sequential cell                       112        2240
Clock buffer                            6         139
-- cells by family after synthesis --
group	Yosys count	share of synthesized area (%)
AND/OR/NAND/NOR	237	27.4
XOR/XNOR	73	13.8
flip-flops	112	48.2
multiplexers	5	1.13
adder cells (fa/ha/maj)	12	3.23
AND-OR/OR-AND	24	2.83
buffers and inverters	38	3.42
-- layout by cell type, fill, tap and decap left out, drive strengths merged, types with 10 or more instances in the layout --
cell type,instances
and4,11
dfxtp,112
ha,12
inv,21
nand2,29
nand3,38
nand4,26
nor2,63
nor3,10
nor4,16
o21ai,11
xnor2,47
xor2,26
Power and IR drop assume default switching activity.
