**/design/flow/run.sh**
```bash
#!/bin/bash
# OpenROAD 26Q1-2900-gdf79404cd8, Yosys 0.63+post, stock flow scripts
make -C /OpenROAD-flow-scripts/flow DESIGN_CONFIG=/design/flow/config.mk WORK_HOME=/design/flow/orfs finish
```
**/design/flow/config.mk**
```make
export PLATFORM = sky130hd
export DESIGN_NAME = cmos_8_16bit
export DESIGN_NICKNAME = cmos_8_16bit
export VERILOG_FILES = /design/flow/design.v
export SDC_FILE = /design/flow/constraint.sdc
export NUM_CORES = 4
export LEC_CHECK = 1
export CORE_AREA = 10 10 102 102
export DIE_AREA = 0 0 112 112
```
**/design/flow/constraint.sdc**
```tcl
current_design cmos_8_16bit

set clk_period 1.9
set clk_io_pct 0.2

create_clock -name clk0 -period $clk_period [get_ports {pclk}]

set non_clock_inputs [all_inputs -no_clocks]
set_input_delay [expr $clk_period * $clk_io_pct] -clock clk0 $non_clock_inputs
set_output_delay [expr $clk_period * $clk_io_pct] -clock clk0 [all_outputs]
```
**/design/flow/design.v**
```verilog
module cmos_8_16bit(
	input              rst_n,
	input              pclk,
	input [7:0]        pdata_i,
	input              de_i,
	output reg[15:0]   pdata_o,
	output reg         hblank,
	output reg         de_o
);
reg[7:0] pdata_i_d0;
reg x_cnt;
always@(posedge pclk)
begin
	pdata_i_d0 <= pdata_i;
end
always@(posedge pclk or negedge rst_n)
begin
	if(!rst_n)
		x_cnt <= 0;
	else if(de_i)
		x_cnt <= ~x_cnt ;
	else
		x_cnt <= 0;
end
always@(posedge pclk or negedge rst_n)
begin
	if(!rst_n)
		de_o <= 1'b0;
	else if(de_i && x_cnt)
		de_o <= 1'b1;
	else
		de_o <= 1'b0;
end
always@(posedge pclk or negedge rst_n)
begin
	if(!rst_n)
		hblank <= 1'b0;
	else
		hblank <= de_i;
end
always@(posedge pclk or negedge rst_n)
begin
	if(!rst_n)
		pdata_o <= 16'd0;
	else if(de_i && x_cnt)
		pdata_o <= {pdata_i_d0,pdata_i};
	else
		pdata_o <= pdata_o;
end
endmodule 
```
==> results.yml <==
# yosys + openroad results
floorplan:
  die_w_um: 112
  fp_util_pct: 10.9
  die_h_um: 112
  pin_count: 29
  dieArea_um2: 12500
  num_rows: 33
  coreArea_um2: 8220
logic_synthesis:
  ys_chip_area_um2: 893
  yosysWarnings: 1
  postSynthCellCount: 47
  yosys_cells: 47
  aoi_share_pct: 0
  synth.distinct_cells: 8
  ys_seq_share_pct: 71.1
  ys_sh_adder_pct: 0
  syn_area_um2: 893
  ys_ff: 27
  topCombFamilyByArea: "multiplexers"
  simple_gate_share_pct: 2.24
  mux_share_pct: 23.9
  syn_area_per_cell_um2: 19.0
  ys_sh_xor_pct: 0
global_routing:
  grt_overflow: 0
  grt_pass1_vias: 542
  grt_usage_pct: 3.13
  antenna_found_initial: 0
  grt_pass1_wl_um: 3200
  grt_max_degree: 20
routing:
  antenna_left: 0
  drc: 0
  via_per_inst: 2.53
  vias: 466
  dr.pass1.iters: 2
  drt_iter0_markers: 23
  antenna_cells_inserted: 0
  wl_per_cell_um: 10.3
  wirelength_um: 1900
sta:
  fin_skew_ps: 2.98
  fin_crit_ps: 1500
  hold_viol: 0
  rsz0062_at_grt: "false"
  setup_viol: 0
  fmax_mhz: 668
  worst_pin_slew_ps: 284
  setup_tns_ps: 0
  drv_slew: 0
  slew_headroom_pct: 81.1
  finalCritPeriodShare_pct: 78.7
power_and_ir_drop:
  netSwitchingPower_mw: 0.260
  comb_power_share_pct: 19.9
  power_density_nw_per_um2: 939
  irDropWorstVdd_mv: 0.196
  pwr-share-seq_pct: 55.1
  p_int_mw: 0.997
  power_leakage_nw: 0.566
  clock_power_share_pct: 25.0
  power_switching_share_pct: 20.7
setup_path:
  path_delay_family: "buffers and inverters"
  critPathMaxFanout: 2
  end_kind: "output port"
  slowest_stage: "clkdlybuf4s50_1"
  cp_num_buf_inv: 1
  reg2reg_depth: 2
  cp-start-kind: "flip-flop"
  crit_path_cell_trace: "clkdlybuf4s50_1"
  path_class: "flip-flop to output port"
  required_ps: 1520
  max_stage_delay_ps: 470
  cp.arrival_ps: 1120
  cp.depth: 1
placement:
  dp.cells: 180
  portBuffers: 28
  hpwl_um: 1540
  gp_congestion: 0.638
clocking:
  cts_resized: 0
  cts_max_path_buffers: 2
  cts.clk_slew.worst_paths_ps: 90
  post_cts_buffers: 0
  hold_buffers: 0
  cts_buffers: 3
  htreeDepth: 1
  cts_tree: "yes"
  cts_sinks: 27
  root_buffer: "clkbuf_8"
  insertion_delay_ps: 260
final_layout:
  drive_above_1_share_pct: 29.1
  lay_top_count: "clkdlybuf4s50_1"
  syn2layout_area_growth_pct: 49.9
  final_cells: 184
  utilization_pct: 16.3
  final_cell_mix: "clkdlybuf4s50_1, dfrtp_1, mux2_4, dfxtp_1, mux2_2"
flow_run:
  warning_count: 25
  max_cap_violations: 0
min_path:
  hold_class: "input pin to asynchronous set/reset pin"
status:
  outcome: "completed"
==> per-layer routing <==
layer  vias up  global-route usage [%]  share of wire [%]
li1        224                       -                  -
met1       231                    3.79                 44
met2        11                    5.40                 51
met3         0                    1.09                5.3
met4         0                   0.338                  0
met5         -                       0                  0
==> power groups by stage <==
stage	clock network (mW)	logic [mW]	registers (mW)
CTS	0.324	0.260	0.696
finish	0.314	0.250	0.693
global route	0.354	0.274	0.707
==> kinds of logic after synthesis <==
family / after synthesis
simple gates: 2
buf+inv: 2
flops: 27
mux: 16
==> metrics by stage <==
stage / power [mW] / area [um2] / hold slack (ps) / worst slack (ps)
floorplan: 0.771 / 893 / 84.4 / 848
global placement: 0.964 / 1290 / 445 / 236
detailed placement: 0.967 / 1290 / 447 / 219
CTS: 1.28 / 1340 / 459 / 379
global route: 1.33 / 1340 / 466 / 318
finish: 1.26 / 1340 / 452 / 404
==> cell usage after synthesis <==
cell / instances / area, um2
and2b_2: 1 / 8.76
buf_12: 1 / 20.0
dfrtp_1: 19 / 475
dfxtp_1: 8 / 160
inv_1: 1 / 3.75
mux2_2: 7 / 78.8
mux2_4: 9 / 135
nand2_4: 1 / 11.3
==> layout make-up <==
class / instances / area (um2)
Tap cell: 105 / 131
Multi-Input combinational cell: 18 / 234
Inverter: 1 / 3.75
Timing Repair Buffer: 29 / 288
Sequential cell: 27 / 636
Clock buffer: 3 / 41.3
Clock inverter: 1 / 5.00
Fill cell: 889 / 6880
==> flip-flops by register name (all words and copies together), names as in the netlist <==
signal	count
pdata_o	16
hblank	1
pdata_i_d0	8
x_cnt	1
de_o	1
==> final timing paths <==
check	start	end	slack [ps]
setup / recovery	pdata_o[13]	pdata_o[13]	400
min in group clk0	pdata_i_d0[5]	pdata_o[13]	470
hold / removal	rst_n	pdata_o[14]	450
max in group asynchronous	rst_n	pdata_o[5]	1250
hold reg to reg	pdata_i_d0[5]	pdata_o[13]	470
setup reg to reg	x_cnt	pdata_o[5]	750
No activity file was given, so power comes from the tool's default toggle rates.
